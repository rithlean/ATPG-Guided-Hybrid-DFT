`/design/flow/run.sh`:
```
#!/bin/bash
# OpenROAD 26Q1-2900-gdf79404cd8, Yosys 0.63+post, stock flow scripts
make -C /OpenROAD-flow-scripts/flow DESIGN_CONFIG=/design/flow/config.mk WORK_HOME=/design/flow/orfs finish
```
`/design/flow/config.mk`:
```
export PLATFORM = sky130hd
export DESIGN_NAME = b04
export DESIGN_NICKNAME = b04
export VERILOG_FILES = /design/flow/design.v
export SDC_FILE = /design/flow/constraint.sdc
export NUM_CORES = 4
export LEC_CHECK = 1
export CORE_UTILIZATION = 40
```
`/design/flow/design.v`:
```
module b04(RESTART,AVERAGE,ENABLE,DATA_IN,DATA_OUT,RESET,CLOCK);
input CLOCK;
input RESET;
input RESTART;
input AVERAGE;
input ENABLE;
input signed [7:0] DATA_IN;
output [7:0] DATA_OUT;
reg signed [7:0] DATA_OUT;
parameter sA = 0;
parameter sB = 1;
parameter sC = 2;
reg [1:0] stato;
reg signed [31:0] RMAX, RMIN, RLAST, REG1, REG2, REG3, REG4, REGD,test;
reg signed [31:0] temp;
reg RES, AVE, ENA;
always @(posedge CLOCK, posedge RESET) begin 
    if(RESET == 1'b1) begin
        stato = sA;
        RMAX <= 0;       
        RMIN <= 0;       
        RLAST = 0;
        REG1 = 0;
        REG2 = 0;
        REG3 = 0;
        REG4 = 0;
        REGD = 127;
        temp = 0;
        DATA_OUT <= 0;   
        RES = 0;
        ENA = 0;
        AVE = 0;
    end else begin
        RES = RESTART;
        ENA = ENABLE;
        AVE = AVERAGE;
        case(stato)
            sA : begin
                stato = sB;
            end
            sB : begin
                RMAX <= DATA_IN;
                RMIN <= DATA_IN;
                REG1 = 0;
                REG2 = 0;
                REG3 = 0;
                REG4 = 0;
                RLAST = 0;
                DATA_OUT <= 0;
                stato = sC;
            end
            sC : begin
                if((ENA == 1'b1)) begin
                    RLAST = DATA_IN;
                end
                if((RES == 1'b1)) begin
                    test = (RMAX + RMIN);
                    REGD = test[6:0];
                    temp = RMAX + RMIN;
                    if((temp >= 0)) begin
                        DATA_OUT <= REGD / 2;
                    end
                    else begin
                        DATA_OUT <=  -(( -REGD) / 2);
                    end
                end
                else if((ENA == 1'b1)) begin
                    if((AVE == 1'b1)) begin
                        DATA_OUT <= REG4;
                    end
                    else begin
                        test =(DATA_IN + REG4);
                        REGD = test[6:0];
                        temp = DATA_IN + REG4;
                        if((temp >= 0)) begin
                            DATA_OUT <= REGD / 2;
                        end
                        else begin
                            DATA_OUT <=  -(( -REGD) / 2);
                        end
                    end
                end
                else begin
                    DATA_OUT <= RLAST;
                end
                if(DATA_IN > RMAX) begin
                    RMAX <= DATA_IN;
                end
                else if(DATA_IN < RMIN) begin
                    RMIN <= DATA_IN;
                end
                REG4 = REG3;
                REG3 = REG2;
                REG2 = REG1;
                REG1 = DATA_IN;
                stato = sC;
            end
        endcase
    end
end
endmodule
```
`/design/flow/constraint.sdc`:
```
current_design b04

set clk_period 4.9
set clk_io_pct 0.2

create_clock -name clk0 -period $clk_period [get_ports {CLOCK}]

set non_clock_inputs [all_inputs -no_clocks]
set_input_delay [expr $clk_period * $clk_io_pct] -clock clk0 $non_clock_inputs
set_output_delay [expr $clk_period * $clk_io_pct] -clock clk0 [all_outputs]
```
==> changes_impl.md <==
## Flow update

* Layout cell share with drive strength beyond 1 at 0.111
* Hold Worst Slack at about 0.4 ns
* Row Count at 39
* Root Driver: clkbuf_16
* Routed Antenna Nets at 0
* Hold_buf cts at 0
* CTS tree: yes
* Fin worst setup slack at 0.311 ns
* GPL Wtd Cong at roughly 0.87
* Asr flop ratio synth at 1.00
* IO buf count at 20
* Slowest cell on crit path: clkdlybuf4s50_1
* Cell total in the yosys stat output at approximately 540
* Growth of design area from synthesis to finish at 14.1%
* Power per Cell Area at roughly 700 nW/um^2
* Max-Cap Viols at 0
* Slew Viols, Final at 0
* Buffer levels on the longest clock path at 2
* Status: complete, no violations
* HP Class: flip-flop to flip-flop
* Post-Syn Instances at approximately 540
* Min Tclk post-route at ~4.6 ns
* Synth unique cells at around 66
* Late-Pin Clk Latency at 0.33 ns
* Setup Crit Path Kind: primary input to flip-flop
* Tot GR Track Use at 0.198
* Top cells, area: dfrtp_1 (35%), ha_1 (11%), nand2_1 (7.2%)
* Cell type with the largest total area: dfrtp_1
* # diodes at 0
* Crit-path max cell delay at approximately 0.55 ns
* Post-CTS Setup Bufs at 0
* Number of global-route vias before repair at roughly 3800
* WP data arrival at roughly 4.8 ns
* Starting density of the core at 0.415
* Setup TNS at 0 ns
* CTS Buf Count at 9
* Largest net degree at the start of global routing at roughly 47
* First-pass GRT wire length at ~19000 um
* Clk_skew at ~0.009 ns
* # H-tree levels at 3
* I/O pins at 21
* Crit-path max FO at 6
* CP Data Required Time at 5.11 ns
* Max-area cell share at 0.346
* Gr ovfl total at 0
* Final hold violation count at 0
* Top-count cell post-synth: nand2_1
* Core Region at approximately 12000 um^2
* # DRC at 0
* Detailed Routing Iterations Pass 1 at 20
* Avg Cell Area, Syn at 8.78 um^2
* DIE WIDTH at roughly 110 um
* Via/cell ratio at 5.52
* Ys flop type: dfrtp_1
* Worst-path clk slew at roughly 0.06 ns
* Ys flops at ~67
* Fmax at between 200 and 250 MHz
* Routed WL at 11200 um
* Post-Syn Area at roughly 4800 um^2
* Final worst path period share at 0.937
* Die Height at approximately 110 um
* Chip area at about 12000 um^2
* Final Setup Violations at 0
* Leakage at around 2.4 nW
* Yosys synthesis chip area at around 4800 um^2
* Slew Limit Headroom at 0.461
* Yosys warnings at 1
* Number of logged tool warnings at 29
* Worst-Margin Slew at ~0.80 ns
* Startpoint types: primary input
* Post-synth seq share at 0.351
* Nature of the critical path endpoint: flip-flop
* Post-synth tally of flip-flops with integrated enable at 0
* Initial antenna violation count at 0
* Max IR drop VDD at about 370 uV
* DR iter-0 viols at ~290
* WL/cell at about 16 um
* Setup WS pre-CTS at ~0.025 ns
* Most frequent cells after synthesis: nand2_1 (92), dfrtp_1 (66), o21ai_0 (51)
* RSZ-0062 raised after global routing: no
* Detailed Place HPWL at between 8000 and 9000 um
* Clock Sinks at around 67
* DR vias at ~3900
* Critical path, cell by cell: clkdlybuf4s50_1 -> ha_1 -> inv_1 -> fa_1 -> nand2b_1 -> a211oi_1 -> o21ai_0 -> a21oi_1 -> xor2_1 -> inv_1 -> ha_1 -> o21a_1 -> and2_1 -> nand2_1 -> o211ai_1 -> mux2i_1 -> nand2_1
-- placed cells by master, fill, tap and decap left out, drive strengths merged, types with 5 or more instances in the layout --
cell type      instances
buf                   12
nand2                 92
clkbuf                 9
a21oi                 23
o21ai                 54
o31ai                  5
nor3                  12
xnor2                 12
o22ai                  8
mux2                  14
nor2b                  6
dfrtp                 66
nand4                  8
a211oi                12
o21a                   9
inv                   49
ha                    43
o211ai                 7
mux2i                 14
nor2                  27
clkdlybuf4s50         20
-- metrics by stage --
step	area [um^2]	total power, mW	instances	utilization
2_1_floorplan	4780	2.70	544	-
3_3_place_gp	5160	3.23	696	0.448
6_report	5450	3.89	712	0.473
4_1_cts	5440	3.92	712	0.472
3_5_place_dp	5160	3.29	696	0.448
5_1_grt	5450	4.31	712	0.473
-- layer usage --
metal  vias to the layer above  wire length [um]  global-route usage
met5                         -                 0                   0
li1                       1975                 -                   -
met2                        77              4980               0.290
met3                        13               443              0.0446
met1                      1867              5530               0.310
met4                         0               244              0.0351
-- repair_timing --
action	in CTS	in global routing
resized	0	2
endpoints found under the setup margin	0	2
hold endpoints to repair	0	0
-- layout make-up --
cell class,count,area [um^2]
fillers,1062,6060
multi-input cells,409,2850
flip-flops and latches,67,1680
repair buffers,32,290
clock buffers,9,225
well taps,143,179
inverters,45,169
clock inverters,7,57.6
-- power by group --
part           switching, mW  total (mW)  internal, mW
combinational           1.38        2.51          1.13
sequential             0.101       0.786         0.685
clock                  0.250       0.599         0.349
total                   1.73        3.89          2.16
-- sequential cells by signal, summed over array words and instances (netlist names) --
name and flops:
DATA_OUT 8, REG1 8, REG2 8, REG3 8
REG4 8, RLAST 8, RMAX 8, RMIN 8
stato 3
-- logic make-up (layout without fill, tap and decap cells) --
| group | Yosys count | in the layout | synth area share |
|---|---|---|---|
| multiplexers | 28 | 28 | 0.0624 |
| buffers and inverters | 68 | 93 | 0.0540 |
| AND-OR/OR-AND | 152 | 152 | 0.212 |
| AND/OR/NAND/NOR | 165 | 165 | 0.155 |
| other | 1 | 1 | 0.000785 |
| flip-flops | 67 | 67 | 0.351 |
| adder cells (fa/ha/maj) | 47 | 47 | 0.129 |
| XOR/XNOR | 16 | 16 | 0.0348 |
-- path summary, 6_finish.rpt --
kind                            start          end  slack (ns)  cells past startpoint
max in group asynchronous       RESET  DATA_OUT[0]        2.91                      3
min in group asynchronous       RESET      RMAX[6]        1.06                      2
min                          stato[0]     stato[2]        0.39                      0
max                        DATA_IN[0]  DATA_OUT[7]        0.31                     17
min reg2reg                  stato[0]     stato[2]        0.39                      0
max reg2reg                   RMAX[0]  DATA_OUT[7]        0.49                     17
-- worst max-delay path: cells and delay by family --
kind                     cells  cell delay (ns)
multiplexers                 1             0.20
AND-OR/OR-AND                5             1.16
XOR/XNOR                     1             0.27
AND/OR/NAND/NOR              4             0.46
adder cells (fa/ha/maj)      3             1.02
buffers and inverters        3             0.69
Power and IR drop assume default switching activity.

File: flow/design.v
module b10(r_button, g_button, key, start, reset, test, cts, ctr, rts, rtr, clock, v_in, v_out);
    input clock;
    input reset;
    input r_button;
    input g_button;
    input key;
    input start;
    input test;
    input rts;
    input rtr;
    input [3:0] v_in;
    output reg [3:0] v_out;
    output reg cts;
    output reg ctr;
    reg [3:0] stato;
    reg voto0, voto1, voto2, voto3;
    reg [3:0] sign;
    reg last_g, last_r;
    parameter STARTUP   = 0;
    parameter STANDBY   = 1;
    parameter GET_IN    = 2;
    parameter START_TX  = 3;
    parameter SEND      = 4;
    parameter TX_2_RX   = 5;
    parameter RECEIVE   = 6;
    parameter RX_2_TX   = 7;
    parameter END_TX    = 8;
    parameter TEST_1    = 9;
    parameter TEST_2    = 10;
    always @(posedge clock or posedge reset) begin 
        if(reset) begin
            stato   <= STARTUP;
            voto0   <= 1'b0;  
            voto1   <= 1'b0;  
            voto2   <= 1'b0;  
            voto3   <= 1'b0;  
            sign    <= 4'b0000;
            last_g  <= 1'b0;
            last_r  <= 1'b0;
            cts     <= 1'b0;
            ctr     <= 1'b0;
            v_out   <= 4'b0000;
        end 
        else begin
            case(stato)
                STARTUP : begin
                    voto0 <= 1'b0;  
                    voto1 <= 1'b0;
                    voto2 <= 1'b0;
                    voto3 <= 1'b0;
                    cts   <= 1'b0;
                    ctr   <= 1'b0;
                    if(test == 1'b0) begin
                        sign  <= 4'b0000;
                        stato <= TEST_1;
                    end
                    else begin
                        stato <= STANDBY;
                    end
                end
                STANDBY : begin
                    if(start == 1'b1) begin
                        voto0 <= 1'b0;  
                        voto1 <= 1'b0;
                        voto2 <= 1'b0;
                        voto3 <= 1'b0;
                        stato <= GET_IN;
                    end
                    if(rtr == 1'b1)      cts <= 1'b1;
                    else if(rtr == 1'b0) cts <= 1'b0;
                end
                GET_IN : begin
                    if(start == 1'b0) begin
                        stato <= START_TX;
                    end
                    else if(key == 1'b1) begin
                        voto0 <= key;
                        if(((g_button ^ last_g) & (g_button)) == 1'b1) begin
                            voto1 <= ~voto1;  
                        end
                        if(((r_button ^ last_r) & (r_button)) == 1'b1) begin
                            voto2 <= ~voto2;
                        end
                        last_g <= g_button;
                        last_r <= r_button;
                    end
                    else begin
                        voto0 <= 1'b0;  
                        voto1 <= 1'b0;
                        voto2 <= 1'b0;
                        voto3 <= 1'b0;
                    end
                end
                START_TX : begin
                    voto3 <= voto0 ^ (voto1 ^ voto2);  
                    stato <= SEND;
                    voto0 <= 1'b0;  
                end
                SEND : begin
                    if(rtr == 1'b1) begin
                        v_out[0] <= voto0;
                        v_out[1] <= voto1;
                        v_out[2] <= voto2;
                        v_out[3] <= voto3;
                        cts      <= 1'b1;
                        if(voto0 == 1'b0 && voto1 == 1'b1 && voto2 == 1'b1 && voto3 == 1'b0) begin
                            stato <= END_TX;
                        end
                        else begin
                            stato <= TX_2_RX;
                        end
                    end
                end
                TX_2_RX : begin
                    if(rts == 1'b0) begin
                        ctr   <= 1'b1;
                        stato <= RECEIVE;
                    end
                end
                RECEIVE : begin
                    if(rts == 1'b1) begin
                        voto0 <= v_in[0];  
                        voto1 <= v_in[1];
                        voto2 <= v_in[2];
                        voto3 <= v_in[3];
                        ctr   <= 1'b0;
                        stato <= RX_2_TX;
                    end
                end
                RX_2_TX : begin
                    if(rtr == 1'b0) begin
                        cts   <= 1'b0;
                        stato <= SEND;
                    end
                end
                END_TX : begin
                    if(rtr == 1'b0) begin
                        cts   <= 1'b0;
                        stato <= STANDBY;
                    end
                end
                TEST_1 : begin
                    voto0 <= v_in[0];  
                    voto1 <= v_in[1];
                    voto2 <= v_in[2];
                    voto3 <= v_in[3];
                    sign  <= 4'b1000;
                    if(voto0 == 1'b1 && voto1 == 1'b1 && voto2 == 1'b1 && voto3 == 1'b1) begin
                        stato <= TEST_2;
                    end
                end
                TEST_2 : begin
                    voto0 <= 1'b1 ^ sign[3]; 
                    stato <= SEND;
                end
            endcase
        end
    end
endmodule
File: flow/run.sh
#!/bin/bash
# OpenROAD 26Q1-2900-gdf79404cd8, Yosys 0.63+post, stock flow scripts
make -C /OpenROAD-flow-scripts/flow DESIGN_CONFIG=/design/flow/config.mk WORK_HOME=/design/flow/orfs finish
File: flow/config.mk
export PLATFORM = sky130hd
export DESIGN_NAME = b10
export DESIGN_NICKNAME = b10
export VERILOG_FILES = /design/flow/design.v
export SDC_FILE = /design/flow/constraint.sdc
export NUM_CORES = 4
export LEC_CHECK = 1
export CORE_AREA = 10 10 93 93
export DIE_AREA = 0 0 103 103
File: flow/constraint.sdc
current_design b10

set clk_period 3.3
set clk_io_pct 0.2

create_clock -name clk0 -period $clk_period [get_ports {clock}]

set non_clock_inputs [all_inputs -no_clocks]
set_input_delay [expr $clk_period * $clk_io_pct] -clock clk0 $non_clock_inputs
set_output_delay [expr $clk_period * $clk_io_pct] -clock clk0 [all_outputs]
==> results.sh <==
# implementation run metrics
export IMPL_netlist_instances=103
export IMPL_io_buffers=18
export IMPL_rows=30
export IMPL_htreeDepth=1
export IMPL_p_switching_w=0.000296
export IMPL_routed_wl_mm=2.48
export IMPL_warning_count=25
export IMPL_required_ns=3.45
export IMPL_grt_ovfl_total=0
export IMPL_hold_buffers=0
export IMPL_cts_tree="done"
export IMPL_tns_ns=0
export IMPL_path_clk_slew_ns=0.08
export IMPL_cts_sinks=24
export IMPL_logic_area_um2=458
export IMPL_drc=0
export IMPL_syn_area_mm2=0.00109
export IMPL_p_seq_share_pct=50.0
export IMPL_antenna_found_initial=0
export IMPL_place_congestion=0.813
export IMPL_most_common_cell="dfrtp_1"
export IMPL_hpwl_mm=1.89
export IMPL_cp_max_fo=5
export IMPL_grt_pass1_vias=856
export IMPL_drt_wirelength_per_cell_um=12.0
export IMPL_vias=814
export IMPL_worstHoldPathType="reg2reg"
export IMPL_cts_root_buffer="clkbuf_8"
export IMPL_grt_max_degree=25
export IMPL_drv_slew=0
export IMPL_topCellsByArea="dfrtp_1, mux2_2, a21oi_1, nand2_1, o21ai_0"
export IMPL_edf_count=0
export IMPL_die_h_um=103
export IMPL_dieWidth_um=103
export IMPL_die_area_mm2=0.0106
export IMPL_arrival_ns=1.98
export IMPL_drive_gt1_share_pct=15.1
export IMPL_fin_area_mm2=0.00142
export IMPL_swShare_pct=30.2
export IMPL_power_w=0.000981
export IMPL_p_leak_nw=0.595
export IMPL_path_class="in2reg"
export IMPL_layout_area_seq_um2=602
export IMPL_flop_cell="dfrtp_1"
export IMPL_cts_buffer_depth=2
export IMPL_avgSynthCellArea_um2=10.6
export IMPL_yosysChipArea_mm2=0.00109
export IMPL_fillers=739
export IMPL_start_kind="input port"
export IMPL_maxCapViolations=0
export IMPL_diodes=0
export IMPL_cts_setup_buffers=0
export IMPL_fin_crit_ns=1.82
export IMPL_ir_worst_vdd_uv=273
export IMPL_setup_violations_final=0
export IMPL_drt_iter0_markers=59
export IMPL_p_comb_share_pct=32.1
export IMPL_period_used_pct=55.3
export IMPL_top_cells_by_count="dfrtp_1, nand2_1, a21oi_1"
export IMPL_ys_flops=24
export IMPL_hold_viol_final=0
export IMPL_dr_pass1_iters=4
export IMPL_io_pins=19
export IMPL_p_int_w=0.000684
export IMPL_rsz0062_at_grt="no"
export IMPL_detail_route_antenna_nets=0
export IMPL_ys_cells=103
export IMPL_skew_ns=0.00235
export IMPL_p_clk_share_pct=17.9
export IMPL_dpl_instance_area_mm2=0.00138
export IMPL_clk_latency_ns=0.26
export IMPL_async_reset_ff_share_pct=100
export IMPL_cts_resized=0
export IMPL_synth_top_area_share_pct=52.8
export IMPL_fmax_mhz=548
export IMPL_track_usage_pct=4.98
export IMPL_synthToLayoutAreaGrowth_pct=30.5
export IMPL_initCoreUtil_pct=16.1
export IMPL_viasPerCell=3.95
export IMPL_numCtsBuffers=3
export IMPL_yosysTopAreaCell="dfrtp_1"
export IMPL_grt_first_pass_wirelength_mm=4.25
export IMPL_netlist_cell_type_count=30
export IMPL_status="finished, final reports clean"
export IMPL_powerDensity_mw_per_mm2=689
export IMPL_yosysWarnings=1
export IMPL_rrSetupSlack_ns=1.54
export IMPL_placeableCoreArea_mm2=0.00676
export IMPL_end_kind="flop"
export IMPL_ys_seq_share_pct=55.2
layout by cell type, fill, tap and decap left out, drive strengths merged:
cell type and n:
nand2 11, dfrtp 23, inv 8, clkbuf 4
a21o 2, nand4 1, a221o 2, o221a 1
conb 1, buf 1, nor3b 1, nor3 1
o311a 1, dfstp 1, a22o 2, o21ai 8
a21oi 9, nor2b 3, o221ai 1, mux2 7
nor2 8, o41ai 1, xnor2 2, nand2b 1
clkdlybuf4s50 18, or2 1, o21a 1, and2 1
a31oi 3, or2b 1, or4 1
cell type report:
type,count,area share (%)
repair buffers,19,13.2
inverters,8,2.11
multi-input cells,71,32.2
clock buffers,4,3.17
well taps,80,7.04
flip-flops and latches,24,42.3
path summary, 6_finish.rpt:
kind                            startpoint       end  depth (start not counted)
min in group asynchronous            reset  v_out[0]                          3
worst max register to register    stato[5]     voto3                          3
worst min register to register         ctr       ctr                          2
max in group asynchronous            reset  stato[0]                          3
worst min-delay path                   ctr       ctr                          2
worst max-delay path                   rts     voto0                          5
logic make-up (layout without fill, tap and decap cells):
logic type | after synthesis | after routing | synth area share, %
compound gates | 31 | 31 | 18.9
xor+xnor | 2 | 2 | 1.61
buf+inv | 8 | 31 | 2.76
flops | 24 | 24 | 55.2
mux | 7 | 7 | 7.58
other cells | 1 | 1 | 0.344
simple gates | 30 | 30 | 13.5
flip-flops by register name (all words and copies together) (netlist names):
signal	count
stato	11
v_out	4
ctr	1
cts	1
last_g	1
last_r	1
sign	1
voto0	1
voto1	1
voto2	1
voto3	1
power by group through the flow:
stage                 Combinational, W  Clock, W  Sequential, W
final                         0.000314  0.000176       0.000490
after global routing          0.000352  0.000194       0.000514
after CTS                     0.000321  0.000183       0.000494
worst max-delay path: stages:
cell and delay, ns:
clkdlybuf4s50_1 0.55, or2b_2 0.17, o21ai_0 0.08, a21oi_1 0.16, mux2_2 0.35
routing by layer:
layer  track usage, %  vias up  wire length (um)
li1                 -      414                 -
met1             6.88      379              1190
met2             7.75       19              1130
met3             1.69        2               146
met4            0.321        0                14
met5                0        -                 0
per-stage QoR:
stage | setup WS, ns | utilization (%) | cells | hold WS [ns]
after floorplan | 1.64 | - | 103 | 0.433
after global placement | 1.25 | 20.4 | 202 | 0.476
after detailed placement | 1.22 | 20.4 | 202 | 0.492
after CTS | 1.49 | 21.1 | 206 | 0.513
after global routing | 1.45 | 21.1 | 206 | 0.527
final | 1.48 | 21.1 | 206 | 0.503
Power is estimated from default activity; no workload was simulated.
